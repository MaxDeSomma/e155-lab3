<file path="flow/design.v">
module buttonDecoder(
	input logic [3:0] c,
	input logic [3:0] r,
	output logic [3:0] s
);
    always_comb begin
		case({r,c})  
			{4'b0001 , 4'b0100}: s = 4'b0011;
			{4'b1000 , 4'b1000}: s = 4'b1111;
			{4'b1000 , 4'b0100}: s = 4'b1011;
			{4'b1000 , 4'b0010}: s = 4'b0000;
			{4'b0100 , 4'b1000}: s = 4'b1110;
			{4'b0100 , 4'b0100}: s = 4'b1001;
			{4'b0100 , 4'b0010}: s = 4'b1000;
			{4'b0010 , 4'b1000}: s = 4'b1101;
			{4'b0010 , 4'b0100}: s = 4'b0110;
			{4'b0010 , 4'b0010}: s = 4'b0101;
			{4'b0001 , 4'b1000}: s = 4'b1100;
			{4'b0001 , 4'b0010}: s = 4'b0010;
			{4'b1000 , 4'b0001}: s = 4'b1010;
			{4'b0100 , 4'b0001}: s = 4'b0111;
			{4'b0010 , 4'b0001}: s = 4'b0100;
			{4'b0001 , 4'b0001}: s = 4'b0001;
			default: s = 4'b1111;
		endcase
    end
endmodule
module buttonFSM(
	input logic clk, reset,
	input logic [3:0] c,
	output logic [6:0] seg,
	output logic [3:0] r,
	output logic led1, led2
);
	logic [3:0] state, nextState, s;
	logic buttonPressed, oneButtonPressed;
    logic en;
	logic [24:0] counter = 0;
	logic [3:0] rowPressed, colPressed;
	parameter S0 = 4'b0000;
	parameter S1 = 4'b0001;
	parameter S2 = 4'b0010;
	parameter S3 = 4'b0011;
	parameter S4 = 4'b0100;
	parameter S5 = 4'b0101;
	parameter S6 = 4'b0110;
	parameter S7 = 4'b0111;
	parameter S8 = 4'b1000;
	parameter S9 = 4'b1001;
	parameter S10 = 4'b1010;
	parameter S11 = 4'b1011;
	always_ff @(posedge clk) begin   
		if (reset) state <= S0;
		else state <= nextState;
		if(buttonPressed) begin
			counter <= counter + 1;
		end
		else counter <= 0;
	end
	assign oneButtonPressed = c[0] ^ c[1] ^ c[2] ^ c[3];
	assign buttonPressed = c[0] | c[1] | c[2] | c[3];
	assign r[0] = (state == S0) | (state == S1) | (state == S2) | (state == S4) | (state == S5) | (state == S7) | (state == S8) | (state == S10) | (state == S11);
	assign r[1] = (state == S3) | (state == S1) | (state == S2) | (state == S4) | (state == S5) | (state == S7) | (state == S8) | (state == S10) | (state == S11);
	assign r[2] = (state == S6) | (state == S1) | (state == S2) | (state == S4) | (state == S5) | (state == S7) | (state == S8) | (state == S10) | (state == S11);
	assign r[3] = (state == S9) | (state == S1) | (state == S2) | (state == S4) | (state == S5) | (state == S7) | (state == S8) | (state == S10) | (state == S11);
	assign rowPressed[0] = (state == S0) | (state == S1) | (state == S2);
	assign rowPressed[1] = (state == S3) | (state == S4) | (state == S5);
	assign rowPressed[2] = (state == S6) | (state == S7) | (state == S8);
	assign rowPressed[3] = (state == S9) | (state == S10) | (state == S11);
    assign en = (state == S1) | (state == S4) | (state == S7) | (state == S10);
	always_comb
		case (state)
			S0: if(oneButtonPressed) nextState = S1;
				else nextState = S3;
			S1: if(oneButtonPressed) nextState = S2;
				else nextState = S3;
			S2: if(buttonPressed) nextState = S2;
				else nextState = S3;
			S3: if(oneButtonPressed) nextState = S4;
				else nextState = S6;
			S4: if(oneButtonPressed) nextState = S5;
				else nextState = S6;
			S5: if(buttonPressed) nextState = S5;
				else nextState = S6;
			S6: if(oneButtonPressed) nextState = S7;
				else nextState = S9;
			S7: if(oneButtonPressed) nextState = S8;
				else nextState = S9;
			S8: if(buttonPressed) nextState = S8;
				else nextState = S9;
			S9: if(oneButtonPressed) nextState = S10;
				else nextState = S0;
			S10: if(oneButtonPressed) nextState = S11;
				else nextState = S0;
			S11: if(buttonPressed) nextState = S11;
				else nextState = S0;
			default: nextState = S0;
		endcase
	buttonDecoder a3(c,rowPressed,s);
	ledController a4(clk,reset,counter, s,en,seg,led1,led2);
endmodule
module lab3_Master(
    input logic clk, resetInv,
	input logic [3:0] c,
    output logic [3:0] r,
	output logic [6:0] seg,
    output logic led1, led2
);
	logic reset;
	logic [24:0] counter = 0;
	logic toggle = 0;
	always_ff @(posedge clk) begin
            counter <= counter + 1;
			if(counter == 1000) begin
					counter <= 0;
					toggle <= ~toggle;
			end
		end
	assign reset = ~resetInv;
	synchronizer a2 (toggle, reset, c, r, seg, led1, led2);
endmodule
module ledController(
    input logic clk, reset,
    input logic [24:0] bounceCounter,
    input logic [3:0] s,
    input logic en,
    output logic [6:0] seg,
    output logic led1, led2
);
    logic toggle = 0;
	logic canSwitch = 0;
	logic [3:0] s1,s2, ledNum;
    logic [24:0] counter = 0;
	always_ff @(posedge clk) begin
        	if(reset) begin
                	s1 <= 4'b0;
                	s2 <= 4'b0;
            	end
            	if(en) begin
			canSwitch <= 1;
            	end
	    	if(canSwitch && bounceCounter >= 10) begin
			s2 <= s1;
                	s1 <= s;
			canSwitch <= 0;
		end
		counter <= counter + 1;
		if(counter == 100) begin
				counter <= 0;
				toggle <= ~toggle;
				if(toggle == 0) ledNum = s1;
				else ledNum = s2;
			end
		end
	assign led1 = toggle;
	assign led2 = ~toggle;
	sevenSegment a5(ledNum,seg);
endmodule
module sevenSegment(
	input 	logic [3:0] s,
	output 	logic [6:0] seg
);
	always_comb begin
		case(s)
			4'h0: seg = 7'b1000000;
			4'h1: seg = 7'b1110011;
			4'h2: seg = 7'b0100100;
			4'h3: seg = 7'b0100001;
			4'h4: seg = 7'b0010011;
			4'h5: seg = 7'b0001001;
			4'h6: seg = 7'b0001000;
			4'h7: seg = 7'b1100011;
			4'h8: seg = 7'b0000000;
			4'h9: seg = 7'b0000001;
			4'ha: seg = 7'b0000010;
			4'hb: seg = 7'b0011000;
			4'hc: seg = 7'b1001100;
			4'hd: seg = 7'b0110000;
			4'he: seg = 7'b0001100;
			4'hf: seg = 7'b0001110;
			default: seg = 7'b1111111;
		endcase
	end
endmodule
module synchronizer(
    input logic clk, reset,
	input logic [3:0] c,
    output logic [3:0] r,
	output logic [6:0] seg,
    output logic led1, led2
);
    logic [3:0] c1;
	logic [3:0] c2;
    always @(posedge clk) begin
			c1 <= c;
			c2 <= c1;
    end
    buttonFSM synced (clk, reset, c2,seg, r, led1, led2);
endmodule
</file>
<file path="flow/run.sh">
#!/bin/bash
# OpenROAD 26Q1-2900-gdf79404cd8, Yosys 0.63+post, stock flow scripts
make -C /OpenROAD-flow-scripts/flow DESIGN_CONFIG=/design/flow/config.mk WORK_HOME=/design/flow/orfs finish
</file>
<file path="flow/config.mk">
export PLATFORM = sky130hd
export DESIGN_NAME = lab3_Master
export DESIGN_NICKNAME = lab3_Master
export VERILOG_FILES = /design/flow/design.v
export SDC_FILE = /design/flow/constraint.sdc
export NUM_CORES = 4
export LEC_CHECK = 1
export CORE_UTILIZATION = 30
</file>
<file path="flow/constraint.sdc">
current_design lab3_Master

set clk_period 3.0
set clk_io_pct 0.2

create_clock -name clk0 -period $clk_period [get_ports {clk}]

set non_clock_inputs [all_inputs -no_clocks]
set_input_delay [expr $clk_period * $clk_io_pct] -clock clk0 $non_clock_inputs
set_output_delay [expr $clk_period * $clk_io_pct] -clock clk0 [all_outputs]
</file>
==> run summary <==
Item: results of the latest flow run.

- In this run the post-CTS setup repair buffer count came out at 0.
- The source-to-sink clock delay at the later pin of the worst-skew pair is 0.25 ns.
- Max-slew check failures listed in the final report amount to 0.
- In this run, synthesis inferred 14 flip-flops with an integrated enable.
- At the worst endpoint, the required time is 3.19 ns.
- Setup repair after global routing left no endpoint under its margin.
- The final critical-path share of the clock period is 62.9%.
- The DRC violation count after routing is 0.
- The worst IR drop on VDD is 0.326 mV.
- STA reports the tightest min-delay check as being of type flop to flop.
- The run finished with clean final reports.
- The wire length after detailed routing is 8710 um.
- Summed over all nets, the half-perimeter wirelength after detailed placement is 6460 um.
- The worst setup path is launched from a flop.
- The power density over cell area is 117 mW/mm^2.
- The filler cell count in the final layout is 1673.
- Per the CTS log, the root buffer master is clkbuf_16.
- The TritonCTS clock tree is built.
- The remaining global-route overflow is 0.
- The overall chip area is 0.0178 mm^2.
- The post-CTS resize count is 0.
- The gate count of the mapped netlist is 548.
- The overall global routing resource usage is 10.2%.
- The violation tally from detailed-route iteration zero is 155.
- The transition time recorded at the tightest slew-check pin is 0.833 ns.
- Looking at the setup timing report, the critical path kind is flop to flop.
- The most used flip-flop cell after synthesis is dfxtp_1.
- The yosys-reported design area after synthesis is 0.00518 mm^2.
- The cell count in the Yosys report is 548.
- The number of I/O port buffers is 18.
- The post-cts hold buffer count is 0.
- Entering global routing, the biggest net connects 92 pins.
- The number of buffers created by CTS is 3.
- The post-CTS clock slew at the launch and capture registers of the worst setup and hold paths is 0.06 ns.
- The repair_antennas step left the layout with diodes totalling 0.
- The die height is 133 um.
- The maximum clock rate is 530 MHz.
- 19 I/O pins were placed.
- After layout, the minimum clock period comes to 1.89 ns.
- The count of final hold-check violations is 0.
- The number of warning messages in the logs is 34.
- The largest buffer count on any clock path is 2.
- After synthesis the cells add up to 0.00518 mm^2.
- 117 endpoints have no timing constraint.
- Across the routed clock network, the largest skew measured is 0.00336 ns.
- The number of global-route vias before repair is 3479.
- Along the worst path, the maximum fanout reaches 6.
- The OpenROAD report gives the critical path a data arrival time of 2.07 ns.
- The tightest hold path in the finished design has a slack of 0.453 ns.
- After floorplanning, the core was divided into 47 placement rows.
- In the final layout, the share of cells above drive strength 1 is 3.37%.
- The proportion of synthesized chip area in sequential cells is 47.9%.
- The H-tree level count is 1.
- STA classifies the critical path endpoint as a flop.
- The timer found 91 register pins that no clock reaches; their paths are not timed.
- The final report gives the core utilization as 34.2%.
- The weighted congestion at the end of routability-driven global placement is 0.937.
- Once the floorplan was initialized, standard cells occupied 31.0% of the core.
- The remaining antenna violation count is 0.
- The tally of yosys warning messages is 6.
- TritonRoute output was used to compute an average wire per cell of 11.1 um.
- The synthesized flop and latch total is 117.
- The leakage component of the power is 2.14 nW.
- The first global-routing pass estimated 15500 um of wire.
- The initial antenna violation count came to 0.
- In this run the horizontal extent of the chip is 133 um.
- The gate-level netlist out of Yosys references 51 unique cell types.
- The aggregate negative setup slack is 0 ns.
- Detailed routing inserted a total of 3710 vias.
- Compared with the post-synthesis result, the final layout area differs by 10.2%.
- The relative slew slack is 44.0%.
- The number of violations of the max-capacitance limit is 0.
- The placeable core area is 0.0167 mm^2.
- The first detailed-routing pass ran for 4 iterations.
- The average via count per standard cell is 4.74.
- The proportion of register bits with asynchronous set or reset after synthesis is 0%.
- The final report lists the setup-violating endpoint count as 0.
- After synthesis, the mean cell area works out to 9.46 um^2.
-- cell type report --
cell class | count | area [um^2] | share of cell area [%]
clock buffers | 4 | 88.8 | 1.55
inverters | 17 | 63.8 | 1.12
multi-input cells | 404 | 2600 | 45.5
flip-flops and latches | 117 | 2480 | 43.5
well taps | 220 | 275 | 4.82
repair buffers | 21 | 203 | 3.55
-- through the flow --
stage / worst slack [ns] / cell area (um^2) / total power (W) / std cells
after floorplan: 1.21 / 5180 / 0.000360 / 548
after global placement: 1.26 / 5620 / 0.000367 / 779
after detailed placement: 1.18 / 5620 / 0.000368 / 779
after CTS: 1.13 / 5710 / 0.000677 / 783
after global routing: 1.01 / 5710 / 0.000697 / 783
final: 1.11 / 5710 / 0.000671 / 783
-- layout by cell type (no fill, tap or decap), drive strengths merged, types with 2 or more instances in the layout --
cell	count
o31ai	2
nor4b	2
ha	14
and3	18
xor2	32
o211ai	3
nor4	12
dfxtp	103
nor2b	10
or4	2
buf	3
nor2	73
mux2	6
nand4	19
nor3	13
mux2i	12
clkbuf	4
xnor2	38
and2	10
edfxtp	14
clkdlybuf4s50	18
or3	9
nand2	39
a22oi	4
o21ai	13
nand3	31
a21oi	15
and4	6
o22ai	4
inv	17
-- where the power goes --
part	leakage, nW	switching (W)	internal [W]
registers	0.984	0	0.000349
logic	1.11	0.00000424	0.00000693
clock network	0.0442	0.000108	0.000203
total	2.14	0.000112	0.000559
-- layer usage --
| layer | share of wire, % | track usage (%) | vias to the layer above |
|---|---|---|---|
| li1 | - | - | 1949 |
| met3 | 2.6 | 0.816 | 0 |
| met5 | 0 | 0 | - |
| met2 | 44 | 16.3 | 50 |
| met4 | 0 | 0.379 | 0 |
| met1 | 53 | 16.3 | 1711 |
-- state kept, by name, indices dropped and copies added (netlist names) --
signal                  cells
seg                         7
a2.synced.state            12
toggle                      1
a2.synced.a4.counter       25
counter                    25
a2.synced.counter          25
a2.synced.a4.s1             4
a2.synced.a4.canSwitch      1
a2.synced.a4.s2             4
a2.c2                       4
a2.synced.a4.toggle         1
a2.c1                       4
a2.synced.a4.ledNum         4
-- path summary, 6_finish.rpt --
kind                               start                      to  slack [ns]  cells after the start
hold / removal    counter[24]$_SDFF_PN0_  counter[24]$_SDFF_PN0_        0.45                      1
setup / recovery   counter[0]$_SDFF_PN0_  counter[24]$_SDFF_PN0_        1.11                      6
setup reg to reg   counter[0]$_SDFF_PN0_  counter[24]$_SDFF_PN0_        1.11                      6
hold reg to reg   counter[24]$_SDFF_PN0_  counter[24]$_SDFF_PN0_        0.45                      1
-- logic make-up after synthesis --
| kind of cell | synth area share, % |
|---|---|
| compound gates | 6.66 |
| mux | 3.69 |
| flops | 47.9 |
| simple gates | 24.6 |
| fa+ha+maj | 3.38 |
| xor+xnor | 11.8 |
| buf+inv | 1.98 |
-- synth_stat cells, types with 2 or more instances --
cell type    n  area, um^2
dfxtp_1    103        2060
nor2_1      72         270
nand2_1     39         146
xnor2_1     38         333
xor2_1      32         280
nand3_1     31         155
nand4_1     19         119
and3_1      18         113
inv_1       17        63.8
a21oi_1     15        75.1
edfxtp_1    14         420
ha_1        14         175
o21ai_0     13        65.1
nor3_1      12        60.1
mux2i_1     11         110
and2_1      10        62.6
nor2b_1     10        62.6
nor4_1      10        62.6
or3_1        9        56.3
clkbuf_1     8        30.0
and4_1       6        52.6
mux2_2       6        67.6
a22oi_1      4        30.0
o22ai_1      4        25.0
o211ai_1     3        22.5
nor4_2       2        25.0
nor4b_1      2        17.5
o31ai_1      2        15.0
or4_1        2        15.0
-- critical path: stages (launching register included) --
cell	delay, ns
dfxtp_1	0.43
ha_1	0.25
and3_1	0.23
nor2b_1	0.27
nand3_1	0.25
nor3_1	0.23
xor2_1	0.15
No activity file was given, so power comes from the tool's default toggle rates.
